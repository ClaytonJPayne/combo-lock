## ./run.sh

```bash
#!/bin/bash
# OpenROAD 26Q1-2900-gdf79404cd8, Yosys 0.63+post, stock flow scripts
make -C /OpenROAD-flow-scripts/flow DESIGN_CONFIG=/design/flow/config.mk WORK_HOME=/design/flow/orfs finish
```

## ./config.mk

```make
export PLATFORM = sky130hd
export DESIGN_NAME = combo_lock
export DESIGN_NICKNAME = combo_lock
export VERILOG_FILES = /design/flow/design.v
export SDC_FILE = /design/flow/constraint.sdc
export NUM_CORES = 4
export LEC_CHECK = 1
export CORE_AREA = 10 10 70 70
export DIE_AREA = 0 0 80 80
```

## ./constraint.sdc

```tcl
current_design combo_lock

set clk_period 2.8
set clk_io_pct 0.2

create_clock -name clk0 -period $clk_period [get_ports {clk}]

set non_clock_inputs [all_inputs -no_clocks]
set_input_delay [expr $clk_period * $clk_io_pct] -clock clk0 $non_clock_inputs
set_output_delay [expr $clk_period * $clk_io_pct] -clock clk0 [all_outputs]
```

## ./design.v

```verilog
`timescale 1ns / 1ps
module bcd_encoder(
input [9:0] binary_digits,
output [3:0] bcd,
output one_press
    );
    reg [3:0] bcd_reg;
    reg one_press_reg;
    assign bcd = bcd_reg;
    assign one_press = one_press_reg;
    always @ (binary_digits)
    begin
    case (binary_digits) 
    10'b0000000001: begin bcd_reg = 4'b0000; one_press_reg = 1; end
    10'b0000000010: begin bcd_reg = 4'b0001; one_press_reg = 1; end
    10'b0000000100: begin bcd_reg = 4'b0010; one_press_reg = 1; end
    10'b0000001000: begin bcd_reg = 4'b0011; one_press_reg = 1; end
    10'b0000010000: begin bcd_reg = 4'b0100; one_press_reg = 1; end
    10'b0000100000: begin bcd_reg = 4'b0101; one_press_reg = 1; end
    10'b0001000000: begin bcd_reg = 4'b0110; one_press_reg = 1; end
    10'b0010000000: begin bcd_reg = 4'b0111; one_press_reg = 1; end
    10'b0100000000: begin bcd_reg = 4'b1000; one_press_reg = 1; end
    10'b1000000000: begin bcd_reg = 4'b1001; one_press_reg = 1; end
    default: begin bcd_reg = 4'b1111; one_press_reg = 0; end
    endcase
    end
endmodule
`timescale 1ns / 1ps
module combo_lock(
input clk,
input enter, rst, clr, hard_rst,         
input [9:0] keypad,
output unlock, incorrect,
output [15:0] try_monitor,               
output press_monitor                     
    );
    parameter width = 4;
    parameter s_locked = 2'b00, s_unlocked = 2'b01, s_rst = 2'b10;
    reg [1:0] state, next_state;         
    reg [15:0] pw, try;                  
    reg ld_pw, clr_pw, ld_try, clr_try;  
    reg unlock_reg, incorrect_reg;
    assign unlock = unlock_reg, incorrect = incorrect_reg;
    assign try_monitor = try;
    wire match = (pw == try);
    wire one_press;                      
    reg irq;
    assign press_monitor = one_press;
    wire [3:0] digit;
    bcd_encoder bcd_enc_1(keypad, digit, one_press);
    always @ (posedge clk, posedge hard_rst)
        if (hard_rst) begin state <= s_locked; try <= 0; pw <= 0; end
        else state <= next_state;
    always @ (state, enter, clr, rst, one_press, match, irq)
    begin
        ld_pw = 0; clr_pw = 0; ld_try = 0; clr_try = 0; incorrect_reg = 0; unlock_reg = 0;
        case(state)
        s_locked:
        begin
            if (irq) ld_try = 1;
            if (clr) begin clr_try = 1; next_state = s_locked; end
            else if (!enter) next_state = s_locked;
            else if (!match) begin clr_try = 1; incorrect_reg = 1; next_state = s_locked; end
            else begin next_state = s_unlocked; end 
        end
        s_unlocked:
        begin
            unlock_reg = 1; 
            if (enter) begin clr_try = 1; next_state = s_locked; end
            else if (!rst) next_state = s_unlocked;
            else begin clr_pw = 1; next_state = s_rst; end 
        end
        s_rst:
        begin
            unlock_reg = 1;
            if (irq) ld_pw = 1;
            if (clr) begin clr_pw = 1; next_state = s_rst; end
            else if (!enter) next_state = s_rst;
            else begin clr_try = 1; next_state = s_locked; end
        end
        default: next_state = s_locked;
        endcase
    end
    always @ (posedge one_press) begin irq = 1; end
    always @ (posedge clk)
    begin
        if (ld_pw) 
        begin 
        pw <= pw << 4; 
        pw[3:0] <= digit;
        irq <= 0; 
        end 
        else if (clr_pw) pw <= 0;
        if (ld_try) 
        begin 
        try <= try << 4; 
        try[3:0] <= digit;
        irq <= 0; 
        end
        else if (clr_try) try <= 0;
    end                    
endmodule
```

==> reports/results.ini <==
[grt]
grt_max_degree = 5
grt_pass1_wl_um = 1560
antenna_found_initial = 0
overflow = 0
grt_pass1_vias = 373
grt_usage_pct = 2.97

[route]
ant_nets = 0
drc = 0
wl_um = 1140
drt-wirelength-per-cell_um = 9.69
num_vias = 366
firstDrtPassIters = 2
initialDrtViolationCount = 18
vias_per_cell = 3.10
n_antenna_cell = 0

[synth]
avgSynthCellArea_sq_um = 7.72
top_cell = buf_4
edf_count = 0
top_area_cell = buf_4
synth_flops = 3
top_cells_by_count = buf_4 (17), inv_1 (4), a21oi_1 (3), nor2_1 (3), nor4b_1 (3)
synth_cell_types = 23
ys.flop_type = dfrtp_1
ys_area_sq_um = 402
synth_async_sr_flop_share_pct = 100
yosys-stat-cells = 52
ys_warn_count = 67
synth_top_area_share_pct = 31.8
syn-instance-count = 52
yosysSeqAreaShare_pct = 19.0
netlist_area_sq_um = 402
synth.top_cells.by_area = buf_4 (32%), dfrtp_1 (12%), dfstp_2 (6.5%)

[setup_path]
crit_path_top_delay_cell = clkdlybuf4s50_1
arrival_ns = 2.07
cp.required_ns = 2.24
crit_chain = dlygate4sd2_1 > nor4_2 > buf_4 > nand4_1 > o21ai_1 > a31o_1 > clkdlybuf4s50_1
max_stage_delay_ns = 0.47
worstSetupPathType = primary input to primary output
end_kind = primary output
crit_fanout = 4
start_kind = primary input

[timing]
setup-tns-final_ns = 0
slew_violations = 0
rsz0062_at_grt = false
max_freq_mhz = 380
min_period_over_period_pct = 93.9
finalSetupViolations = 0
fin_crit_ns = 2.63
hold_violations = 0
skew_ns = 0.00180

[pwr]
clkPwrFrac_pct = 36.9
switchingPower_uw = 57.0
swShare_pct = 28.2
leakage_uw = 0.000305
irDropWorstVdd_mv = 0.0737
pwr-share-comb_pct = 33.3
intPower_uw = 145
total_power_uw = 202
pwr-share-seq_pct = 29.7
p_per_area_nw_per_um2 = 312

[floorplanning]
ios = 34
core_sq_um = 3420
die_h_um = 80
die_x_um = 80
rows = 21
die_area_sq_um = 6400
initCoreUtil_pct = 11.8

[flow_run]
max_cap_viol_count = 0
warnings = 25

[clock_tree]
postCtsHoldBufs = 0
cts_setup_buffers = 0
cts_buffers = 3
cts-root-buf = clkbuf_4
cts_max_level = 1
clockBufferDepth = 2
insertion_delay_ns = 0.23
cts_sinks = 3
clkSlewWorstSetupHoldPaths_ns = 0.04
tritoncts = yes

[min_path]
min_path_type = primary input to asynchronous set/reset pin

[placed_design]
place_area_sq_um = 559
io_buffers = 16
dpl.hpwl_um = 968
gp_congestion = 0.633
dpl.cell_count = 114

[layout]
nFillCells = 394
largest_reg_flops = 3
regMostFlops = state
largest_registers = state x3
logic_area_sq_um = 299
final_layout_size_suffix_gt1_share_pct = 15.3
regArea_sq_um = 76.3
area_growth_pct = 61.1
instances_no_fill = 118
final_cell_area_sq_um = 647

[run_status]
status = completed

power by group through the flow:
stage | combinational [uW] | clock (uW) | sequential [uW]
4_1_cts | 63.4 | 80.0 | 59.9
5_1_grt | 75.2 | 82.3 | 60.8
6_report | 67.3 | 74.6 | 60.1
metal layers:
layer | wire, um | global-route usage, % | vias up
met4 | 10 | 0.880 | 0
met3 | 59 | 1.14 | 2
met1 | 536 | 3.93 | 159
met2 | 537 | 4.33 | 16
li1 | - | - | 189
met5 | 0 | 0 | -
layout by cell type, fill, tap and decap left out, types with 2 or more instances in the layout:
cell type / n
inv_1: 4
o21ai_1: 2
clkbuf_4: 3
dlymetal6s2s_1: 4
nor4b_4: 2
dfrtp_1: 2
xor2_1: 2
dlygate4sd2_1: 4
o21ai_0: 2
a21oi_1: 3
clkdlybuf4s50_1: 8
nor2_1: 3
conb_1: 17
repair_timing:
action,4_1_cts,5_1_grt
pin swaps,3,2
resized,6,10
endpoints found under the setup margin,1,1
path summary, 6_finish.rpt:
check | startpoint | to | slack, ns | cells past startpoint
setup / recovery | keypad[3] | press_monitor | 0.17 | 7
hold / removal | hard_rst | state[2]$_DFF_PP0_ | 0.49 | 2
setup reg to reg | state[2]$_DFF_PP0_ | state[0]$_DFF_PP1_ | 1.95 | 3
hold reg to reg | state[1]$_DFF_PP0_ | state[1]$_DFF_PP0_ | 0.54 | 2
max in group asynchronous | hard_rst | state[0]$_DFF_PP1_ | 2.10 | 2
min in group clk0 | state[1]$_DFF_PP0_ | state[1]$_DFF_PP0_ | 0.54 | 2
critical path, delay by kind of cell:
kind	cells	cell delay, ns
compound gates	2	0.20
buf+inv	3	0.94
simple gates	2	0.37
through the flow:
step                      util (%)  setup WS, ns  hold WS, ns
after floorplan                  -          1.05        0.313
after global placement        16.4       -0.0463        0.499
after detailed placement      16.4       -0.0689        0.531
after CTS                     17.4       0.00252        0.482
after global routing          18.9        0.0325        0.497
final                         18.9         0.171        0.490
area by class of cell:
| cell class | instances | share of cell area, % |
|---|---|---|
| clock buffer | 4 | 4.06 |
| inverter | 4 | 2.32 |
| multi-input combinational | 44 | 46.2 |
| sequential | 3 | 11.8 |
| tap | 46 | 8.90 |
| timing repair buffer | 17 | 26.7 |
logic make-up (layout without fill, tap and decap cells):
kind of cell | after synthesis | count (layout) | share of synthesized area (%)
buffers and inverters | 21 | 25 | 35.5
flip-flops | 3 | 3 | 19.0
multiplexers | 1 | 1 | 2.49
XOR/XNOR | 2 | 2 | 4.36
AND/OR/NAND/NOR | 13 | 13 | 20.9
AND-OR/OR-AND | 11 | 11 | 16.8
other | 1 | 17 | 0.934
No activity file was given, so power comes from the tool's default toggle rates.
